<file path="config.mk">
export PLATFORM = sky130hd
export DESIGN_NAME = fix_point_multiplier
export DESIGN_NICKNAME = fix_point_multiplier
export VERILOG_FILES = /design/flow/design.v
export SDC_FILE = /design/flow/constraint.sdc
export NUM_CORES = 4
export LEC_CHECK = 1
export CORE_UTILIZATION = 40
</file>
<file path="design.v">
`timescale 1ns / 1ps
module fix_point_multiplier
    #(
        parameter FRACTIONAL_BITS = 13,    
        parameter N = 16 
    )
    (
        input   [N-1:0] a,
        input   [N-1:0] b,
        input          clk, 
        input          rstn,
        input          poke,
        output  [N-1:0] prod,
        output  reg overflow,
        output reg peek   
    );
reg [2*N-1:0] r_full_product;
reg [N-1:0] r_prod;
reg peek_delayed;
always @ (posedge clk or negedge rstn) begin : Multiplication
    if(!rstn) begin 
    r_full_product <= 'b0;
    overflow <= 1'b0;
    peek <= 1'b0;
    peek_delayed <= 1'b0;
    end
    else begin 
    peek_delayed <= peek; 
    if(poke) begin 
    r_full_product <= a[N-2:0] * b[N-2:0];
    overflow <= 1'b0;
    peek <= #0.1 1'b1;
    end
    if(peek_delayed) begin 
        peek <= 1'b0;
    end
    end
end
always @(r_full_product) begin
    r_prod[N-2:0] <= r_full_product[N-2+FRACTIONAL_BITS:FRACTIONAL_BITS];
    if((r_prod[2*N-2:N-1+FRACTIONAL_BITS] > 0)) 
        overflow <= 1'b1;
end
assign prod[N-2:0] = r_prod[N-2:0];
assign prod[N-1] = a[N-1] ^ b[N-1];  
initial begin
    $dumpfile("fp_mult.vcd");
    $dumpvars(1, fix_point_multiplier);
  end
endmodule
</file>
<file path="run.sh">
#!/bin/bash
# OpenROAD 26Q1-2900-gdf79404cd8, Yosys 0.63+post, stock flow scripts
make -C /OpenROAD-flow-scripts/flow DESIGN_CONFIG=/design/flow/config.mk WORK_HOME=/design/flow/orfs finish
</file>
<file path="constraint.sdc">
current_design fix_point_multiplier

set clk_period 1.5
set clk_io_pct 0.2

create_clock -name clk0 -period $clk_period [get_ports {clk}]

set non_clock_inputs [all_inputs -no_clocks]
set_input_delay [expr $clk_period * $clk_io_pct] -clock clk0 $non_clock_inputs
set_output_delay [expr $clk_period * $clk_io_pct] -clock clk0 [all_outputs]
</file>
==> qor.log <==
[critical_path] type of element launching the critical path input pin
[floorplanning] Die X-Extent 142 um
[critical_path] worst stage delay on the critical path 570 ps
[detailed_routing] overall via count from detail_route 6130
[global_route] grt total ovfl 0
[floorplanning] core region area 19000 sq um
[floorplanning] Core Rows 50
[detailed_routing] Initial DRC Count 213
[sta] Slew Limit Fails 0
[cts] Hold-fix buffers, CTS 0
[cts] CTS max path bufs 2
[critical_path] worst-path fanout max 6
[critical_path] Data arrival, critical path 5400 ps
[job] number of max-cap violations 0
[cells_and_area] signed area change from the synthesized netlist to the final layout 30.5%
[sta] final worst-path cycle share 351%
[global_route] maximum number of pins on one net before global-route repair 18
[floorplanning] Chip Area 20200 sq um
[critical_path] launching instance or port of the critical path a[7]
[synthesis] library cell occupying the most area in the post-synthesis netlist sky130_fd_sc_hd__fa_1
[cts] number of clock sinks seen by CTS 17
[critical_path] Critical Path, Cell by Cell buf_4 > buf_6 > and2_1 > fa_1 > inv_2 > fa_1 > inv_1 > fa_1 > fa_2 > fa_2 > fa_2 > ha_4 > a21oi_2 > o21ai_4 > a221oi_4 > o211ai_1 > xor2_1 > mux2_4
[critical_path] Critical Path Sink Type register
[global_route] number of antenna violations at the first check in global routing 0
[sta] unrepaired setup endpoints after global routing true
[floorplanning] height of the die 142 um
[detailed_routing] routed via count divided by cell count 4.78
[cells_and_area] utilization of the core after routing 53.9%
[synthesis] synthesis-stage register bit count 17
[cts] clock root cell sky130_fd_sc_hd__clkbuf_16
[cts] number of clock buffers inserted by TritonCTS 3
[sta] final setup margin -3770 ps
[synthesis] area of the mapped netlist 7840 sq um
[detailed_routing] routed len/inst 14.0 um
[detailed_routing] DRC violations left 0
[sta] relative max-transition margin 56.0%
[synthesis] Unique cell types 56
[floorplanning] initial core utilization 41.3%
[cts] clock tree from TritonCTS built
[synthesis] cell types with the highest counts after synthesis sky130_fd_sc_hd__inv_1 (173), sky130_fd_sc_hd__fa_1 (165), sky130_fd_sc_hd__and2_1 (140)
[synthesis] proportion of synthesized chip area in sequential cells 5.43%
[synthesis] proportion of synthesized flip-flops having asynchronous set or reset 100%
[critical_path] Critical Path Sink r_full_product[23]$_DFFE_PN0P_
[sta] Clock Skew 0.00147 ps
[synthesis] Yosys chip area 7840 sq um
[critical_path] CP required 1630 ps
[detailed_routing] Routed Wire Length 18000 um
[cells_and_area] ratio of cells with drive above 1 in the final layout 27.7%
[floorplanning] number of top-level pins 53
[synthesis] most used flip-flop cell after synthesis sky130_fd_sc_hd__dfrtp_1
[sta] worst-margin pin slew 653 ps
[place] sum of net half-perimeters after detailed placement 15600 um
[synthesis] EDFF count, synth 0
[critical_path] launching point of the worst reg2reg path r_full_product[26]$_DFFE_PN0P_
[sta] crit path time final 5270 ps
[synthesis] warning count from the yosys run 6
[detailed_routing] Antenna Cells 0
[critical_path] class of the most critical setup path input pin to register
[synthesis] most instantiated library cell after synthesis sky130_fd_sc_hd__inv_1
[place] count of input and output buffers 51
[synthesis] share of the synthesized area in the top cell type 42.2%
[outcome] violated checks negative setup slack
[critical_path] Critical R2R Capture r_full_product[26]$_DFFE_PN0P_
[sta] Setup Total Neg Slack -54850 ps
[cts] worst-skew pair later-pin latency 240 ps
[cts] clock-pin slew of the registers on the worst-case setup and hold paths 50 ps
[synthesis] cell count after synthesis 860
[sta] Finish-stage setup viols 15
[synthesis] cell types occupying the most area after synthesis sky130_fd_sc_hd__fa_1 (42%), sky130_fd_sc_hd__ha_1 (13%), sky130_fd_sc_hd__and2_1 (11%)
[critical_path] Crit-path slowest cell sky130_fd_sc_hd__fa_2
[job] number of warnings the tools reported 28
[sta] Final Hold Vio Count 0
[place] RePlAce Congestion 0.882
[outcome] run status complete, but fails checks
[global_route] global router's overall resource usage 20.9%
[synthesis] Post-Synthesis Mean Instance Area 9.11 sq um
[critical_path] reg-to-reg setup timing slack 660 ps
[critical_path] Worst R2R Path Depth 1
[global_route] global-route wire length before repair 32100 um
[cts] CTS H-tree depth 1
[synthesis] yosys cell count 860
[sta] Max Clock Freq 190 MHz
[detailed_routing] count of nets left with antenna violations after detail routing 0
[detailed_routing] number of search-and-repair iterations in the first detailed-routing pass 4
[worst_hold_path] Tightest Hold Check Type input pin to asynchronous set/reset pin
[global_route] number of global-route vias before repair 6503
==> registers in the layout (all words and copies together) (netlist names) <==
| name | count |
|---|---|
| peek | 1 |
| r_full_product | 15 |
| peek_delayed | 1 |
==> routing by layer <==
metal | vias up | GRT usage [%] | wire, um | share of wire, %
li1 | 2947 | - | - | -
met5 | - | 0 | 0 | 0
met2 | 172 | 31.2 | 7970 | 44
met1 | 3007 | 33.6 | 8620 | 48
met3 | 4 | 5.89 | 1340 | 7.4
met4 | 0 | 0.736 | 50 | 0.28
==> stage by stage <==
| stage | cell area, sq um | std cells | setup slack, ps | hold WS [ps] |
|---|---|---|---|---|
| global placement | 9560 | 1250 | -4540 | 381 |
| global route | 10200 | 1282 | -3960 | 398 |
| finish | 10200 | 1282 | -3770 | 373 |
| CTS | 9980 | 1278 | -3940 | 378 |
| detailed placement | 9560 | 1250 | -4520 | 393 |
| floorplan | 8150 | 860 | -3800 | 4.41 |
==> worst min-delay path by stage <==
| stage | startpoint | end | slack, ps | cells after the start |
|---|---|---|---|---|
| after CTS | rstn | r_full_product[20]$_DFFE_PN0P_ | 380 | 2 |
| after global routing | rstn | r_full_product[20]$_DFFE_PN0P_ | 400 | 2 |
| final | rstn | r_full_product[27]$_DFFE_PN0P_ | 370 | 2 |
==> kinds of logic after synthesis <==
group | count (synthesis) | share of synthesized area [%]
buffers and inverters | 210 | 10.2
other | 1 | 0.0479
AND-OR/OR-AND | 79 | 7.49
flip-flops | 17 | 5.43
XOR/XNOR | 16 | 1.79
multiplexers | 7 | 1.01
adder cells (fa/ha/maj) | 245 | 54.9
AND/OR/NAND/NOR | 285 | 19.1
==> critical path: cells and delay by family <==
family	cells	cell delay, ps
xor+xnor	1	200
fa+ha+maj	7	3300
buf+inv	4	370
mux	1	260
simple gates	1	150
compound gates	4	810
==> repair_timing <==
item,4_1_cts,5_1_grt
gates resized,164,69
setup endpoints to repair,16,15
setup buffers,24,9
pin swaps,76,49
==> cell type report <==
type / instances / area [sq um]
multi-input combinational: 633 / 7120
inverter: 174 / 653
tap: 260 / 325
clock buffer: 3 / 75.1
fill: 1668 / 8730
clock inverter: 1 / 7.51
sequential: 17 / 425
timing repair buffer: 194 / 1610
==> cell usage in the layout, fill, tap and decap left out, drive strengths merged, types with 6 or more instances in the layout <==
master | Yosys | final
inv | 173 | 173
and2 | 141 | 141
o21ai | 13 | 13
dfrtp | 17 | 17
buf | 3 | 164
nand3 | 7 | 7
nor2 | 14 | 14
clkbuf | 33 | 6
xnor2 | 12 | 12
ha | 80 | 80
fa | 165 | 165
nand2 | 100 | 100
clkdlybuf4s50 | 0 | 20
o211ai | 7 | 7
a21oi | 20 | 20
o21a | 10 | 10
mux2 | 7 | 7
